==> design/flow/design.v <==
module ID_EX(PCO,ReadReg1O,ReadReg2O,ShamtO,OffsetO,RtO,RdO,WBO,MEMO,ALUop,ALUSrc,RegDst,PC,bneO,clk,
    ReadReg1,ReadReg2,Shamt,Offset,Rt,Rd,WB,MEM,EX,bne);
output reg [31:0] ReadReg1O,ReadReg2O,OffsetO;
output reg [6:0] PCO;
output reg [4:0] RtO,RdO;
output reg [1:0] WBO;
output reg [2:0] MEMO;
output reg [2:0] ALUop;
output reg ALUSrc, RegDst;
output reg [4:0] ShamtO;
output reg bneO;
input clk ;
input [31:0] ReadReg1,ReadReg2,Offset;
input [6:0] PC;
input [4:0] Rt,Rd;
input [1:0] WB;
input [2:0]MEM;
input [4:0] EX;
input  [4:0] Shamt;
input bne;
initial
begin
    ReadReg1O=32'b0;
    ReadReg2O=32'b0;
    OffsetO=32'b0;
    PCO=7'b0;
    RtO=5'b0;
    RdO=5'b0;
    WBO=2'b0;
    MEMO=3'b0;
    ALUop=3'b0;
    ALUSrc=0;
    RegDst=0;
    ShamtO=5'b0;
    bneO=0;
end
always@(posedge clk)
    begin
        ReadReg1O <= ReadReg1;
        ReadReg2O <= ReadReg2;
        OffsetO <= Offset;
        PCO <= PC;
        RtO<= Rt;
        RdO<= Rd;
        WBO<= WB;
        MEMO<= MEM;
        ALUSrc<= EX[0];
        ALUop<= {EX[3],EX[2],EX[1]};
        RegDst<= EX[4];
        ShamtO<= Shamt;
        bneO<=bne;
    end
endmodule
==> design/flow/run.sh <==
#!/bin/bash
# OpenROAD 26Q1-2900-gdf79404cd8, Yosys 0.63+post, stock flow scripts
make -C /OpenROAD-flow-scripts/flow DESIGN_CONFIG=/design/flow/config.mk WORK_HOME=/design/flow/orfs finish
==> design/flow/config.mk <==
export PLATFORM = sky130hd
export DESIGN_NAME = ID_EX
export DESIGN_NICKNAME = ID_EX
export VERILOG_FILES = /design/flow/design.v
export SDC_FILE = /design/flow/constraint.sdc
export NUM_CORES = 4
export LEC_CHECK = 1
export CORE_AREA = 10 10 135 135
export DIE_AREA = 0 0 145 145
==> design/flow/constraint.sdc <==
current_design ID_EX

set clk_period 1.0
set clk_io_pct 0.2

create_clock -name clk0 -period $clk_period [get_ports {clk}]

set non_clock_inputs [all_inputs -no_clocks]
set_input_delay [expr $clk_period * $clk_io_pct] -clock clk0 $non_clock_inputs
set_output_delay [expr $clk_period * $clk_io_pct] -clock clk0 [all_outputs]
==> results.sh <==
# implementation run metrics
export IMPL_rows=45
export IMPL_grt_use_met2_pct=13.0
export IMPL_io_pins=259
export IMPL_tns_ns=-0.307
export IMPL_vias=1963
export IMPL_drv_slew=0
export IMPL_die_x_um=145
export IMPL_antenna_found_initial=0
export IMPL_crit_path_top_delay_cell="dfxtp_2"
export IMPL_synth_cell_types=1
export IMPL_ant_nets=0
export IMPL_final_cell_area_sq_mm=0.00542
export IMPL_synth_avg_cell_area_sq_um=20.0
export IMPL_wirelength_um=9170
export IMPL_post_dp_hpwl_um=7570
export IMPL_firstDrtPassIters=2
export IMPL_die_h_um=145
export IMPL_use_met1_pct=9.81
export IMPL_powerDensity_mw_per_mm2=2220
export IMPL_relSlewSlack_pct=88.2
export IMPL_period_used_pct=103
export IMPL_post_route_min_period_ns=1.03
export IMPL_area_growth_pct=110
export IMPL_path_cells="buf_2"
export IMPL_dieArea_sq_mm=0.0210
export IMPL_power_leakage_uw=0.00240
export IMPL_yosys_area_sq_mm=0.00258
export IMPL_grt_usage_pct=8.47
export IMPL_core_area_sq_mm=0.0153
export IMPL_clk_path_buf_depth=2
export IMPL_hold_violations=0
export IMPL_numPortBuffers=258
export IMPL_cts_tree="done"
export IMPL_path_buffers=1
export IMPL_crit_fanout=1
export IMPL_dp_cells=598
export IMPL_timing_fmax_mhz=972
export IMPL_initCoreUtil_pct=16.9
export IMPL_rsz0062_at_grt="yes"
export IMPL_ys_seq_share_pct=100
export IMPL_cp_end_kind="primary output"
export IMPL_final_cells=628
export IMPL_htree_levels=4
export IMPL_status="finished with violations"
export IMPL_netlist_area_sq_mm=0.00258
export IMPL_arrival_ns=0.83
export IMPL_grt_pass1_vias=2094
export IMPL_yosys_cells=129
export IMPL_drive_gt1_share_pct=44.1
export IMPL_wl_per_cell_um=14.6
export IMPL_grt_pass1_wl_um=13600
export IMPL_grt_busiest_layer="met2"
export IMPL_postCtsSetupBuffers=0
export IMPL_cts_sinks=129
export IMPL_ir_drop_v=0.00125
export IMPL_route_detailed_drc=0
export IMPL_final_comb_area_sq_um=0
export IMPL_gp_congestion=0.758
export IMPL_lay_top_count="clkdlybuf4s50_1"
export IMPL_clk_pin_slew_worst_paths_ns=0.05
export IMPL_antenna_cells=0
export IMPL_setup_ws_ns=-0.0288
export IMPL_crit_path_max_incr_delay_ns=0.32
export IMPL_min_path_type="primary input to flop"
export IMPL_via_per_inst=3.13
export IMPL_place_area_sq_mm=0.00543
export IMPL_syn_inst=129
export IMPL_final_util_pct=35.5
export IMPL_num_fill_cells=1476
export IMPL_cpLargestDelayFamily="flip-flops"
export IMPL_cp_required_ns=0.80
export IMPL_drtIter0Drc=20
export IMPL_violations="negative setup slack"
export IMPL_logic_gates=0
export IMPL_max_cap_violations=0
export IMPL_met3_usage_pct=5.68
export IMPL_setup_viol=37
export IMPL_cts_buffers=17
export IMPL_ys_warnings_count=1
export IMPL_cts_root_buf="clkbuf_16"
export IMPL_warnings=27
export IMPL_final_cell_mix="129 x clkdlybuf4s50_1, 123 x buf_2, 103 x dfxtp_1"
export IMPL_ys_ff=129
export IMPL_worstMarginPinSlew_ns=0.176
export IMPL_start_kind="flop"
export IMPL_grt_max_degree=17
export IMPL_crit_type="flop to primary output"
export IMPL_overflow=0
[power breakdown]
group	switching (uW)	total, uW	leakage [uW]	internal (uW)
Clock	2060	5820	0.000282	3750
Sequential	59.1	5490	0.00109	5430
Combinational	115	729	0.00102	613
Total	2240	12000	0.00240	9800
[cell type report]
| class | instances | area (sq um) | area share (%) |
|---|---|---|---|
| clock buffers | 20 | 457 | 8.43 |
| well taps | 211 | 264 | 4.87 |
| flip-flops and latches | 129 | 2620 | 48.2 |
| repair buffers | 258 | 1970 | 36.4 |
| clock inverters | 10 | 110 | 2.03 |
[state kept, by name, indices dropped and copies added, names as in the netlist]
name,count
ALUSrc,1
ShamtO,5
RdO,5
MEMO,3
ReadReg1O,32
ALUop,3
ReadReg2O,32
bneO,1
RtO,5
PCO,7
OffsetO,32
RegDst,1
WBO,2
[through the flow]
step	hold WS [ns]	worst slack [ns]	total power (uW)
6_report	0.234	-0.0288	12000
5_1_grt	0.207	-0.0719	12600
4_1_cts	0.210	-0.0586	12300
3_5_place_dp	0.652	-0.0254	6590
3_3_place_gp	0.649	-0.0285	6590
2_1_floorplan	0.228	0.538	5520
[metal layers]
layer | share of wire, % | vias to the layer above
li1 | - | 956
met1 | 40 | 841
met2 | 44 | 159
met3 | 14 | 7
met4 | 1.5 | 0
met5 | 0 | -
[worst paths after layout]
check                      from             to  slack (ns)  cells after the start
setup / recovery  ReadReg1O[20]  ReadReg1O[20]       -0.03                      1
hold / removal            PC[2]         PCO[2]        0.23                      1
[cell families (layout without fill, tap and decap cells)]
logic type | count (synthesis) | count (layout) | synth area share [%]
buffers and inverters | 0 | 288 | 0
flip-flops | 129 | 129 | 100
[cells in the mapped netlist]
master | number | area (sq um)
dfxtp_1 | 129 | 2580
[what timing repair did]
item,4_1_cts,5_1_grt
resized,416,18
hold buffers,0,0
endpoints found under the setup margin,129,129
No activity file was given, so power comes from the tool's default toggle rates.
