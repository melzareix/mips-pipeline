<file path="/design/flow/run.sh">
#!/bin/bash
# OpenROAD 26Q1-2900-gdf79404cd8, Yosys 0.63+post, stock flow scripts
make -C /OpenROAD-flow-scripts/flow DESIGN_CONFIG=/design/flow/config.mk WORK_HOME=/design/flow/orfs finish
</file>
<file path="/design/flow/config.mk">
export PLATFORM = sky130hd
export DESIGN_NAME = instructionMemory
export DESIGN_NICKNAME = instructionMemory
export VERILOG_FILES = /design/flow/design.v
export SDC_FILE = /design/flow/constraint.sdc
export NUM_CORES = 4
export LEC_CHECK = 1
export CORE_AREA = 10 10 70 70
export DIE_AREA = 0 0 80 80
</file>
<file path="/design/flow/constraint.sdc">
current_design instructionMemory

set clk_period 1.8
set clk_io_pct 0.2

create_clock -name clk0 -period $clk_period

set non_clock_inputs [all_inputs -no_clocks]
set_input_delay [expr $clk_period * $clk_io_pct] -clock clk0 $non_clock_inputs
set_output_delay [expr $clk_period * $clk_io_pct] -clock clk0 [all_outputs]
</file>
<file path="/design/flow/design.v">
module instructionMemory(instruction, address);
input [6:0] address;
output reg [31:0] instruction;
reg[7:0] instruction_memory[511:0];
wire [6:0]wordAddress;
assign wordAddress = address;
initial
begin
	instruction_memory[0] = 8'b000000_00;
	instruction_memory[1] = 8'b000_01111;  
	instruction_memory[2] = 8'b01001_000;
	instruction_memory[3] = 8'b01_000010;
	instruction_memory[4] = 8'b00110000;  
	instruction_memory[5] = 8'b00001010;     
	instruction_memory[6] = 8'b00000000;
	instruction_memory[7] = 8'b00001010;
	instruction_memory[8] = 8'b00110100;
	instruction_memory[9] = 8'b00000101;     
	instruction_memory[10] = 8'b00000000;
	instruction_memory[11] = 8'b00000111;
end
always@(address)
begin
instruction = {instruction_memory[wordAddress], instruction_memory[wordAddress + 1],
					 instruction_memory[wordAddress + 2], instruction_memory[wordAddress + 3]};
end
endmodule
</file>
==> impl_metrics.yaml <==
# flow metrics
flow_run:
  maxCapViolCount: 0
  warnings: 47
drt:
  vias: 892
  routed_wl_mm: 3.12
  drt-pass1-iter-count: 4
  drc_errors: 0
  post_drt_wl_per_cell_um: 15.2
  ant_nets: 0
  viasPerCell: 4.33
  drt_iter0_markers: 16
  antennaDiodeCount: 0
grt:
  overflow: 0
  grt_pass1_vias: 924
  grt_pass1_wl_mm: 4.44
  grt_antenna_before_repair: 0
  grtUsageTotal: 0.0840
  grt_start_max_net_pins: 9
timing:
  hold_viol: 0
  fin_crit_sh: 1.06
  fin_crit_ns: 1.91
  timing.final.ws_setup_ns: -0.110
  rsz0062_at_grt: "true"
  setup_violations: 15
  slew_viol_final: 0
  setup_tns_ns: -0.771
  max_freq_mhz: 524
final_layout:
  nClkBuffers: 0
  drive_above_1_share: 0.756
  final_area_um2: 1680
  fillers: 292
  synthToLayoutAreaGrowth_pct: 163
  utilization: 0.492
  final-seq-area_um2: 0
  ff_count: 0
synth:
  avgSynthCellArea_um2: 7.43
  synth_area_um2: 639
  ys_cells: 86
  yosysSeqAreaShare: 0
  synth_warnings: 1
  yosys_area_um2: 639
  syn_inst: 86
  yosysUniqueCellTypes: 29
place:
  gp_congestion: 0.818
  post_dp_cell_area_um2: 1070
  pre_cts_ws_ns: -0.919
  dpl.hpwl_mm: 1.77
  portBuffers: 32
critical_path:
  endpoint_kind: "output port"
  required_ns: 1.44
  crit_chain: "buf_12, ha_4, buf_6, a21oi_4, xnor2_4, buf_4, buf_6, a211oi_2, buf_2"
  path_class: "in2out"
  max_stage_delay_ns: 0.19
  path_buffers: 5
  cp.arrival_ns: 1.55
  crit_top_cell: "buf_6"
  cp_top_family: "buffers and inverters"
  critPathMaxFanout: 5
  start_kind: "primary input"
  slowest_stage: "ha_4"
floorplanning:
  core_um2: 3420
  io_pins: 39
  die_y_um: 80
  chip_area_um2: 6400
  rows: 21
  fp_util: 0.187
  die_x_um: 80
min_path:
  hp-class: "in2out"
power_and_ir_drop:
  power_density_nw_per_um2: 271
  power_leakage_nw: 0.832
  finalPower_mw: 0.455
  peakVddDrop_v: 0.000148
status:
  violations: "negative setup slack"
  run_status: "finished with violations"
layout by cell type, fill, tap and decap left out, types with 2 or more instances in the layout:
| master | count |
|---|---|
| dlygate4sd2_1 | 2 |
| nor2_4 | 3 |
| buf_12 | 3 |
| a21oi_2 | 2 |
| nand2_4 | 2 |
| mux2i_1 | 2 |
| xnor2_4 | 4 |
| conb_1 | 4 |
| dlymetal6s2s_1 | 4 |
| nor2_1 | 3 |
| ha_2 | 2 |
| nand2_1 | 5 |
| buf_4 | 27 |
| ha_4 | 8 |
| clkbuf_2 | 8 |
| buf_6 | 26 |
| o21ai_1 | 3 |
| buf_2 | 13 |
| o21ai_0 | 3 |
| inv_1 | 2 |
| nand2b_1 | 2 |
| ha_1 | 3 |
| a22oi_2 | 2 |
| o21ai_2 | 3 |
per-layer routing:
layer / global-route usage / part of all wire / up-vias
met4: 0 / 0.0090 / 0
met3: 0.0148 / 0.053 / 2
met5: 0 / 0 / -
li1: - / - / 427
met2: 0.147 / 0.48 / 29
met1: 0.111 / 0.46 / 434
cell type report:
cell class / instances / area (um^2) / area share
inverters: 5 / 27.5 / 0.0164
well taps: 46 / 57.6 / 0.0343
multi-input cells: 71 / 851 / 0.507
repair buffers: 84 / 743 / 0.443
synth_stat cells (all sizes together):
cell type	instances	area [um^2]
ha	13	163
buf	12	105
nand2	9	41.3
o21ai	9	45.0
nor2	6	22.5
inv	5	18.8
xnor2	4	35.0
a21oi	3	15.0
mux2i	3	30.0
nor2b	3	18.8
a22oi	2	15.0
nand2b	2	12.5
a211oi	1	7.51
a21boi	1	7.51
a21o	1	7.51
and2	1	6.26
and3	1	6.26
clkbuf	1	13.8
conb	1	3.75
mux2	1	11.3
nand3	1	5.00
nor3	1	5.00
o21a	1	7.51
o221a	1	11.3
o22ai	1	6.26
or4b	1	10.0
xor2	1	8.76
where the power goes:
group	leakage, nW	switching, mW	internal [mW]
registers	0	0	0
logic	0.832	0.186	0.270
clock network	0	0	0
cell families after synthesis:
| logic type | synth area share |
|---|---|
| compound gates | 0.192 |
| buf+inv | 0.215 |
| simple gates | 0.200 |
| fa+ha+maj | 0.254 |
| xor+xnor | 0.0685 |
| mux | 0.0646 |
| other cells | 0.00587 |
per-stage QoR:
stage          hold WS (ns)  cells
4_1_cts                1.08    201
3_3_place_gp           1.85    176
3_5_place_dp           1.84    176
6_report               1.09    206
5_1_grt                1.10    206
2_1_floorplan         0.829     89
worst paths after layout:
kind	startpoint	end	slack (ns)	cells past startpoint
setup / recovery	address[1]	instruction[3]	-0.11	9
hold / removal	address[1]	instruction[19]	1.09	4
repair_timing:
action                                  4_1_cts  5_1_grt
gates resized                               145       47
pin swaps                                    21       18
hold buffers                                  0        0
buffers inserted                             25        8
endpoints found under the setup margin       28       26
Power is estimated from default activity; no workload was simulated.
