==> flow/design.v <==
module MEM_WEB(MemoryWordReadO,AluResO,RdO,MemToReg,RegWrite,clk,
	MemoryWordRead,AluRes,Rd,WB);
output reg [31:0] MemoryWordReadO,AluResO;
output reg [4:0] RdO;
output reg RegWrite;
output reg MemToReg ;
input clk ;
input   [31:0] MemoryWordRead,AluRes;
input [4:0] Rd;
input [1:0] WB;
initial
begin
	MemoryWordReadO=32'b0;
	AluResO=32'b0;
	RdO=5'b0;
	RegWrite=0;
	MemToReg=0;
end
always@(posedge clk)
    begin
        MemoryWordReadO = MemoryWordRead;
        AluResO = AluRes;
        RdO = Rd;
        RegWrite = WB[1];
        MemToReg = WB[0];
    end
endmodule
==> flow/run.sh <==
#!/bin/bash
# OpenROAD 26Q1-2900-gdf79404cd8, Yosys 0.63+post, stock flow scripts
make -C /OpenROAD-flow-scripts/flow DESIGN_CONFIG=/design/flow/config.mk WORK_HOME=/design/flow/orfs finish
==> flow/config.mk <==
export PLATFORM = sky130hd
export DESIGN_NAME = MEM_WEB
export DESIGN_NICKNAME = MEM_WEB
export VERILOG_FILES = /design/flow/design.v
export SDC_FILE = /design/flow/constraint.sdc
export NUM_CORES = 4
export LEC_CHECK = 1
export CORE_AREA = 10 10 103 103
export DIE_AREA = 0 0 113 113
==> flow/constraint.sdc <==
current_design MEM_WEB

set clk_period 1.0
set clk_io_pct 0.2

create_clock -name clk0 -period $clk_period [get_ports {clk}]

set non_clock_inputs [all_inputs -no_clocks]
set_input_delay [expr $clk_period * $clk_io_pct] -clock clk0 $non_clock_inputs
set_output_delay [expr $clk_period * $clk_io_pct] -clock clk0 [all_outputs]
==> run summary <==
Physical implementation.

- The number of remaining DRC errors is 0.
- The worst min-delay path category is primary input to flip-flop.
- The number of different library cells used by synthesis comes to 1.
- Sequential cells were found to cover 100% of the synthesized design area.
- The number of top-level pins is 143.
- The number of buffers and inverters on the critical path is 1.
- The global-route wire length before repair is 7380 µm.
- After clock tree synthesis, the clock-pin slew on the worst setup and hold paths is 0.07 ns.
- According to the Yosys statistics, the synthesized design has a chip area of 0.00142 mm².
- The run finished with clean final reports.
- The highest ir drop seen on vdd is 0.618 mV.
- The required time of the worst setup path is 0.80 ns.
- After global routing the overflow that remains totals 0.
- The finished layout reports a core utilization of 33.6%.
- The clock tree from TritonCTS is yes.
- Before any placement, the netlist area is recorded as 0.00142 mm².
- The worst-case max-slew headroom was logged as 93.2%.
- The total via count in the routed design is 1033.
- The iteration count recorded for the first detailed-route pass is 2.
- The area growth from synthesis to final layout is 96.4%.
- Ranked by instance count, the synthesized netlist is headed by sky130_fd_sc_hd__dfxtp_1.
- The cell taking the most area after synthesis is sky130_fd_sc_hd__dfxtp_1.
- The kind of critical path is flip-flop to primary output.
- The report lists the cells along the critical path as buf_6.
- The effective utilization at floorplan is 17.1%.
- The instance tally after logic synthesis is 71.
- At the pin with the least slew margin, the transition time is 0.102 ns.
- The most used standard cell by instance count after synthesis is sky130_fd_sc_hd__dfxtp_1.
- Per the log, the first TritonRoute iteration ended with a DRC count of 19.
- Per the timing report, the achievable frequency comes out to 1050 MHz.
- The longest individual stage delay on the worst path is 0.32 ns.
- Looking at the clock tree report, the root buffer type is sky130_fd_sc_hd__clkbuf_8.
- The endpoint arrival time on the critical path is 0.75 ns.
- Counting flops with an async set or reset pin after synthesis yields a share of 0%.
- The clock tree synthesis step divided the H-tree into 3 levels.
- In the routed layout, each cell is associated on average with a via count of 3.11.
- Among all stages on the critical path, the largest delay is contributed by sky130_fd_sc_hd__dfxtp_2.
- The detailed-route wire length is 5230 µm.
- Pins over their slew limit in the final report were tallied at 0.
- Entering global routing, the biggest net connects 11 pins.
- In this run, placement finished with an instance count of 318.
- The worst path uses 94.9% of the clock period.
- The share of final-layout standard cells stronger than drive strength 1 is 37.4%.
- Ranked by total cell area, the synthesized netlist is headed by sky130_fd_sc_hd__dfxtp_1.
- The die is 113 µm wide.
- The initial antenna violation count is 0.
- The maximum buffer depth of the clock tree is 2.
- The number of global-route vias before repair is 1092.
- The total inserted antenna cells is 0.
- Counting endpoints that fail hold in the final report gives 0.
- STA classifies the critical path startpoint as a flip-flop.
- The area fraction of the dominant cell type after synthesis is 100%.
- The finished layout holds 332 standard cells, fillers aside.
- The critical hold path startpoint is MemoryWordRead[6].
- Per the placement log, port buffering inserted 142 buffers.
- The vertical die dimension reported for this design is 113 µm.
- The tally of filler cells in the layout is 835.
- The remaining antenna violation count is 0.
- The report puts the hold buffer count at CTS at 0.
- The worst path in the final design needs a cycle of 0.949 ns, including I/O delays and setup.
- The end-of-flow timing check tallies setup violations at 0.
- Per the OpenROAD floorplan log, the area of the core is 0.00830 mm².
- Per the gpl log, the routability congestion estimate is 0.758.
- For this run, combinational gates with multiple inputs come to 0.
- In the synthesized netlist the dominant register cell turns out to be sky130_fd_sc_hd__dfxtp_1.
- The post-synth tally of flip-flops with integrated enable is 0.
- Of all nets on the critical path, the largest fanout is 1.
- The worst setup path is captured at a primary output.
- The average footprint of a synthesized cell is 20.0 µm².
- The max-capacitance violation count is 0.
- The global routing usage summed across all routing layers is 7.66%.
- The script extracted a total leakage power of 1.24 nW.
- Clock tree synthesis inserted a total of 9 buffers.
- Row generation in the floorplan step produced 33 rows.
- The critical path starts at MemoryWordReadO[6]$_DFF_P_.
- The total die area is 0.0128 mm².
- The total number of clock tree sinks is 71.
- The number of synthesis warnings is 1.
- OpenROAD emitted warnings numbering 26.
- Leaving out buffers and inverters, the combinational logic in the layout accounts for 0 µm².
- Setup repair after global routing could not meet its margin everywhere.
- The routed design shows a wire length per standard cell of 15.7 µm.
- The kind of cell adding the most delay to the critical path is flip-flops.
- The register bit count reported by yosys is 71.
- The ratio of total power to cell area is 1900 mW/mm².
- The number of cells in the yosys synthesis report is 71.
## power breakdown
group          internal, mW  switching, mW  total (mW)  leakage (nW)
clock network          1.01          0.899        1.91        0.0854
logic                 0.333         0.0692       0.402         0.559
registers              2.98         0.0290        3.01         0.599
total                  4.32          0.997        5.32          1.24
## area by class of cell
type                  instances  area (µm²)  area share (%)
Clock buffer                 13         159            5.69
Sequential cell              71        1420            51.0
Timing Repair Buffer        142        1070            38.4
Tap cell                    105         131            4.71
Clock inverter                1        5.00           0.179
## path summary, 6_finish.rpt
kind	end	slack, ns	depth (start not counted)
worst max-delay path	MemoryWordReadO[6]	0.05	1
worst min-delay path	MemoryWordReadO[6]$_DFF_P_	0.31	1
## kinds of logic (layout without fill, tap and decap cells)
kind of cell,count (synthesis),in the layout,share of synthesized area [%]
DFF,71,71,100
buffers and inverters,0,156,0
## routing by layer
layer | part of all wire, % | vias to the layer above | wire [µm] | global-route usage [%]
met4 | 0.71 | 0 | 37 | 0.846
met1 | 35 | 435 | 1820 | 7.94
met5 | 0 | - | 0 | 0
li1 | - | 521 | - | -
met2 | 51 | 72 | 2640 | 13.0
met3 | 14 | 5 | 726 | 5.18
## metrics by stage
stage / TNS [ns] / power, mW / worst slack [ns] / area [µm²] / hold slack [ns]
CTS: 0 / 5.45 / 0.0125 / 2780 / 0.279
global placement: -0.000868 / 3.63 / -0.000868 / 2970 / 0.648
floorplan: 0 / 3.04 / 0.538 / 1420 / 0.228
global route: -0.000714 / 5.59 / -0.000714 / 2790 / 0.274
detailed placement: -0.00896 / 3.63 / -0.00896 / 2970 / 0.652
finish: 0 / 5.32 / 0.0514 / 2790 / 0.306
## cells in the final DEF, fill, tap and decap left out, drive strengths merged
cell type / count
clkdlybuf4s50: 71
clkbuf: 13
dfxtp: 71
clkinv: 1
buf: 71
## registers in the layout (all words and copies together), names as in the netlist
name and flops:
MemoryWordReadO 32, AluResO 32, MemToReg 1, RegWrite 1, RdO 5
## timing repair
item,CTS,global route
resized,233,2
buffers inserted,0,0
pin swaps,0,0
endpoints found under the setup margin,71,1
Power is estimated from default activity; no workload was simulated.
